<file path="config.mk">
export PLATFORM = sky130hd
export DESIGN_NAME = CONV
export DESIGN_NICKNAME = CONV
export VERILOG_FILES = /design/flow/design.v
export SDC_FILE = /design/flow/constraint.sdc
export NUM_CORES = 4
export LEC_CHECK = 1
export CORE_UTILIZATION = 40
</file>
<file path="constraint.sdc">
current_design CONV

set clk_period 190.2
set clk_io_pct 0.2

create_clock -name clk0 -period $clk_period [get_ports {clk}]

set non_clock_inputs [all_inputs -no_clocks]
set_input_delay [expr $clk_period * $clk_io_pct] -clock clk0 $non_clock_inputs
set_output_delay [expr $clk_period * $clk_io_pct] -clock clk0 [all_outputs]
</file>
<file path="design.v">
module  CONV(
	input		clk,
	input		reset,
	output		reg busy,	
	input		ready,	
	output		reg [11:0]iaddr,
	input		[19:0]idata,	
	output	 	cwr,
	output	 	[11:0]caddr_wr,
	output	 	[19:0]cdata_wr,
	output	 	crd,
	output	 	[11:0]caddr_rd,
	input	 	[19:0]cdata_rd,
	output	  	[2:0]csel
	);
	reg reg_crd;
	reg [11:0]reg_caddr_rd;
	reg reg_cwr;
	reg [19:0]reg_cdata_wr;
	reg [11:0]reg_caddr_wr;
	reg [2:0]reg_csel;
	assign cwr = reg_cwr;
	assign caddr_wr = reg_caddr_wr;
	assign cdata_wr = reg_cdata_wr;
	assign crd = reg_crd;
	assign caddr_rd = reg_caddr_rd;
	assign csel = reg_csel;
	wire flag_padding;
	reg [6:0] row_count;
	reg [6:0] col_count;
	reg [1:0] state;
	reg [3:0] csel_state;
	reg [3:0] next_csel_state;
	reg ena_conv;
	reg ena_max;
	reg ena_flatten;
	reg clk2;
	wire [19:0]idata_conv;
	wire [19:0]odata_conv;
	wire [19:0]odata_max;
	wire [19:0]odata_flatten;
	wire valid_conv;
	reg [11:0]index_caddr_rd;
	convolution convolution(.clk(clk), .reset(reset), .ena(ena_conv), .idata(idata_conv), .odata(odata_conv), .valid(valid_conv));
	maxpolling maxpolling(.clk(clk), .reset(reset), .ena(ena_max), .idata(cdata_rd), .odata(odata_max));
	flatten flatten(.clk(clk), .reset(reset), .ena(ena_flatten), .idata(cdata_rd), .odata(odata_flatten));
	always @(posedge clk or posedge reset) begin
		if(reset)begin
			clk2 <= 0;
		end
		else begin
			clk2 <= ~clk2;
		end
	end
	always @(posedge clk or posedge reset) begin
		if(reset)begin
			busy <= 1'b0;
		end
		else begin
			if(ready)begin
				busy <= 1'b1;	
			end
			else begin
				if(state == 2'b10 & caddr_wr == 2047)begin
					busy <= 0;
				end
			end	
		end
	end
	always @(posedge clk or posedge reset) begin
		if(reset)begin
			ena_conv <= 0;
			ena_max <= 0;
			ena_flatten <= 0;
			state <= 2'b00;
		end
		else begin
			case(state)
				2'b00:begin
					ena_conv <= 1;
					if(caddr_wr == 4095 & csel_state == 4'b1)begin
						state <= state + 1'b1;
						ena_conv <= 0;
						ena_max <= 1;
					end
				end
				2'b01:begin
					if(caddr_wr == 1023 & csel_state == 4'd9)begin
						state <= state + 1'b1;
						ena_max <= 0;
						ena_flatten <= 1;
					end
				end
				2'b10:begin
					if(caddr_wr == 2047)begin
						state <= state + 1'b1;
						ena_flatten <= 0;
					end
				end
				default: state<=state;
			endcase
		end
	end
	always @(posedge clk2 or posedge reset) begin
		if(reset)begin
			row_count <= 0;
			col_count <= 0;
		end
		else begin
			if(row_count == 7'd65)begin
				row_count <= 0;
				col_count <= col_count + 1;
			end
			else begin
				row_count <= row_count + 1;
			end
		end
	end
	always @(posedge clk2 or posedge reset) begin
		if(reset)begin
			iaddr <= 12'd0;
		end
		else begin
			if(flag_padding)begin
				iaddr <= iaddr;
			end
			else begin
				iaddr <= iaddr + 1;
			end
		end			
	end
	assign idata_conv = (flag_padding)? 20'd0:idata;
	assign flag_padding = (col_count == 7'd0 | col_count == 7'd65 | row_count == 7'd0 | row_count == 7'd65)?1:0;
	always @(posedge clk or posedge reset ) begin
		if(reset)begin
			reg_caddr_wr <= 0;
		end
		else begin
			case(state)
				2'd0:begin
					if(cwr)begin
						if(clk2==0)begin
							reg_caddr_wr <= reg_caddr_wr + 1;
						end
					end
					else begin
						reg_caddr_wr <= reg_caddr_wr;
					end
					if(reg_caddr_wr == 12'd4095)begin
						if(clk2==0)begin
							reg_caddr_wr <= 0;
						end
					end
				end
				2'd1:begin
					if(cwr)begin
						if(clk2==0)begin
							reg_caddr_wr <= reg_caddr_wr + 1;
						end
					end
					else begin
						reg_caddr_wr <= reg_caddr_wr;
					end
					if(reg_caddr_wr == 12'd1023 & csel_state == 4'd9)begin
						if(clk2==0)begin
							reg_caddr_wr <= 0;
						end
					end
				end
				2'd2:begin
					if(cwr)begin
							reg_caddr_wr <= reg_caddr_wr + 1;
					end
					else begin
						reg_caddr_wr <= reg_caddr_wr;
					end
				end
			endcase
		end
	end
	always @(*) begin
		case(state)
			2'd0:begin
				reg_cdata_wr = odata_conv;
			end
			2'd1:begin
				reg_cdata_wr = odata_max;
			end
			2'd2:begin
				reg_cdata_wr = odata_flatten;
			end
		endcase
	end
	always @(posedge clk or posedge reset) begin
		if(reset)begin
			csel_state = 0;
		end
		else begin
			csel_state <= next_csel_state;
		end
	end
	always @(*) begin
		if(reset)begin
			next_csel_state <= 0;
			reg_csel = 0;
			reg_caddr_rd = 0;
			index_caddr_rd = 0;
			reg_crd = 0;
			reg_cwr = 0;
		end
		else begin
			case(state)
				2'd0:begin
					if(ena_conv)begin
						case(csel_state)
							4'd0:begin
								reg_csel = 1;
								next_csel_state = csel_state + 1;
								reg_cwr = valid_conv;
							end
							4'd1:begin
								reg_csel = 2;
								next_csel_state = 0;
								reg_cwr = valid_conv;
							end
						endcase				
					end
				end
				2'd1:begin
					if(ena_max)begin
						case(csel_state)
							4'd0:begin
								reg_csel = 1;
								next_csel_state = csel_state + 1;
								reg_caddr_rd = index_caddr_rd;
								reg_crd = 1;
								reg_cwr = 0;
							end
							4'd1:begin
								reg_csel = 2;
								next_csel_state = csel_state + 1;
								reg_caddr_rd = index_caddr_rd;
								reg_crd = 1;
								reg_cwr = 0;
							end
							4'd2:begin
								reg_csel = 1;
								next_csel_state = csel_state + 1;
								reg_caddr_rd = index_caddr_rd + 1;
								reg_crd = 1;
								reg_cwr = 0;
							end
							4'd3:begin
								reg_csel = 2;
								next_csel_state = csel_state + 1;
								reg_caddr_rd = index_caddr_rd + 1;
								reg_crd = 1;
								reg_cwr = 0;
							end
							4'd4:begin
								reg_csel = 1;
								next_csel_state = csel_state + 1;
								reg_caddr_rd = index_caddr_rd + 64;
								reg_crd = 1;
								reg_cwr = 0;
							end
							4'd5:begin
								reg_csel = 2;
								next_csel_state = csel_state + 1;
								reg_caddr_rd = index_caddr_rd + 64;
								reg_crd = 1;
								reg_cwr = 0;
							end
							4'd6:begin
								reg_csel = 1;
								next_csel_state = csel_state + 1;
								reg_caddr_rd = index_caddr_rd + 65;
								reg_crd = 1;
								reg_cwr = 0;
							end
							4'd7:begin
								reg_csel = 2;
								next_csel_state = csel_state + 1;
								reg_caddr_rd = index_caddr_rd + 65;
								reg_crd = 1;
								reg_cwr = 0;
							end
							4'd8:begin
								reg_csel = 3;
								next_csel_state = csel_state + 1;
								reg_crd = 0;
								reg_cwr = 1;
							end
							4'd9:begin
								reg_csel = 4;
								next_csel_state = 0;
								reg_crd = 0;
								reg_cwr = 1;
								if(index_caddr_rd % 64 == 62)begin
									index_caddr_rd = index_caddr_rd + 66;
								end
								else begin
									index_caddr_rd = index_caddr_rd + 2;
								end
							end
						endcase				
					end
				end
				2'd2:begin
					if(ena_flatten)begin
						case(csel_state)
							4'd0:begin
								if(caddr_rd == 12'd4095)begin
									reg_caddr_rd = 0;
								end
								reg_csel = 3;
								next_csel_state = csel_state + 1;
								reg_crd = 1;
								reg_cwr = 0;
							end
							4'd1:begin
								reg_csel = 4;
								next_csel_state = csel_state + 1;
								reg_crd = 1;
								reg_cwr = 0;
							end
							4'd2:begin
								reg_caddr_rd = reg_caddr_rd + 1;
								reg_csel = 5;
								next_csel_state = csel_state + 1;
								reg_crd = 0;
								reg_cwr = 1;
							end
							4'd3:begin
								reg_csel = 5;
								next_csel_state = 0;
								reg_crd = 0;
								reg_cwr = 1;
							end
						endcase				
					end
				end
			endcase
		end
	end
endmodule
module convolution(input clk, input reset, input ena, input [19:0]idata, output [19:0]odata, output valid);
	parameter [19:0] bias0 = 20'h01310;
	parameter [19:0] k0_00 = 20'h0A89E;
	parameter [19:0] k0_01 = 20'h092D5;
	parameter [19:0] k0_02 = 20'h06D43;
	parameter [19:0] k0_10 = 20'h01004;
	parameter [19:0] k0_11 = 20'hF8F71;
	parameter [19:0] k0_12 = 20'hF6E54;
	parameter [19:0] k0_20 = 20'hFA6D7;
	parameter [19:0] k0_21 = 20'hFC834;
	parameter [19:0] k0_22 = 20'hFAC19;
	parameter [19:0] bias1 = 20'hF7295;
	parameter [19:0] k1_00 = 20'hFDB55;
	parameter [19:0] k1_01 = 20'h02992;
	parameter [19:0] k1_02 = 20'hFC994;
	parameter [19:0] k1_10 = 20'h050FD;
	parameter [19:0] k1_11 = 20'h02F20;
	parameter [19:0] k1_12 = 20'h0202D;
	parameter [19:0] k1_20 = 20'h03BD7;
	parameter [19:0] k1_21 = 20'hFD369;
	parameter [19:0] k1_22 = 20'h05E68;
	reg [19:0] kernel0[8:0];
	reg [19:0] kernel1[8:0];
	reg [19:0] b0;
	reg [19:0] b1;
	reg [19:0] linebuffer0[65:0];
	reg [19:0] linebuffer1[65:0];
	reg [19:0] linebuffer2[65:0];
	reg flag_linebuffer_full;
	reg [39:0] product0[8:0];
	reg [39:0] product1[8:0];
	reg [39:0] add0;
	reg [39:0] add1;
	reg [19:0] round0;
	reg [19:0] round1;
	reg [19:0] relu0;
	reg [19:0] relu1;
	integer i;
	reg [7:0]counter;
	reg clk2;
	initial begin
		b0 = bias0;
		b1 = bias1;
		kernel0[0] = k0_00;
		kernel0[1] = k0_01;
		kernel0[2] = k0_02;
		kernel0[3] = k0_10;
		kernel0[4] = k0_11;
		kernel0[5] = k0_12;
		kernel0[6] = k0_20;
		kernel0[7] = k0_21;
		kernel0[8] = k0_22;
		kernel1[0] = k1_00;
		kernel1[1] = k1_01;
		kernel1[2] = k1_02;
		kernel1[3] = k1_10;
		kernel1[4] = k1_11;
		kernel1[5] = k1_12;
		kernel1[6] = k1_20;
		kernel1[7] = k1_21;
		kernel1[8] = k1_22;
	end
	always @(posedge clk or posedge reset) begin
		if(reset)begin
			clk2 <= 0;
		end
		else begin
			clk2 <= ~clk2;
		end
	end
	always @(posedge clk2 or posedge reset) begin
		if(reset)begin
			for(i = 0; i < 64; i = i + 1)begin
				linebuffer0[i] <= 0;
				linebuffer1[i] <= 0;
			end
			linebuffer2[0]<=0;
			linebuffer2[1]<=0;
			linebuffer2[2]<=0;
		end	
		else begin
			if(ena)begin
				linebuffer0[0] <= idata;
				linebuffer1[0] <= linebuffer0[65];
				linebuffer2[0] <= linebuffer1[65];
				linebuffer2[1] <= linebuffer2[0];
				linebuffer2[2] <= linebuffer2[1];
				for( i = 0; i < 65; i = i + 1)begin
					linebuffer0[i + 1] <= linebuffer0[i];
					linebuffer1[i + 1] <= linebuffer1[i];
				end
			end
			else begin
			end
		end
	end
	always @(posedge clk2 or posedge reset) begin
		if(reset)begin
			counter <= 0;
			flag_linebuffer_full <= 0;
		end
		else begin
			if(ena)begin
				if(flag_linebuffer_full)begin
					if(counter < 8'd65)begin
						counter <= counter + 1;
					end
					else begin
						counter <= 0;
					end
				end
				else begin
					if(counter < 8'd138)begin
						counter <= counter + 1;
					end
					else begin
						counter <= 0;
						flag_linebuffer_full <= 1;
					end
				end
			end
			else begin
				counter <= 0;
				flag_linebuffer_full <= 0;
			end
		end
	end
	assign valid = flag_linebuffer_full && (counter < 8'd64)? 1:0;
	always@(posedge clk2 or posedge reset)begin
		if(reset)begin
			add0 <= 0;
			add1 <= 0;
			round0 <= 0;
			round1 <= 0;
			relu0 <= 0;
			relu1 <= 0;
			for(i = 0; i < 9; i = i + 1)begin
				product0[i] <= 0;
				product1[i] <= 0;
			end
		end
		else begin
			if(ena)begin
				product0[0] <= $signed(kernel0[0]) * $signed(linebuffer2[2]);
				product0[1] <= $signed(kernel0[1]) * $signed(linebuffer2[1]);
				product0[2] <= $signed(kernel0[2]) * $signed(linebuffer2[0]);
				product0[3] <= $signed(kernel0[3]) * $signed(linebuffer1[2]);
				product0[4] <= $signed(kernel0[4]) * $signed(linebuffer1[1]);
				product0[5] <= $signed(kernel0[5]) * $signed(linebuffer1[0]);
				product0[6] <= $signed(kernel0[6]) * $signed(linebuffer0[2]);
				product0[7] <= $signed(kernel0[7]) * $signed(linebuffer0[1]);
				product0[8] <= $signed(kernel0[8]) * $signed(linebuffer0[0]);
				product1[0] <= $signed(kernel1[0]) * $signed(linebuffer2[2]);
				product1[1] <= $signed(kernel1[1]) * $signed(linebuffer2[1]);
				product1[2] <= $signed(kernel1[2]) * $signed(linebuffer2[0]);
				product1[3] <= $signed(kernel1[3]) * $signed(linebuffer1[2]);
				product1[4] <= $signed(kernel1[4]) * $signed(linebuffer1[1]);
				product1[5] <= $signed(kernel1[5]) * $signed(linebuffer1[0]);
				product1[6] <= $signed(kernel1[6]) * $signed(linebuffer0[2]);
				product1[7] <= $signed(kernel1[7]) * $signed(linebuffer0[1]);
				product1[8] <= $signed(kernel1[8]) * $signed(linebuffer0[0]);
				add0 <= $signed(product0[0]) + $signed(product0[1]) + $signed(product0[2]) + 
					$signed(product0[3]) + $signed(product0[4]) + $signed(product0[5]) + 
					$signed(product0[6]) + $signed(product0[7]) + $signed(product0[8]) + {{4{b0[19]}}, b0, 16'h0000}; 
				add1 <= $signed(product1[0]) + $signed(product1[1]) + $signed(product1[2]) + 
					$signed(product1[3]) + $signed(product1[4]) + $signed(product1[5]) + 
					$signed(product1[6]) + $signed(product1[7]) + $signed(product1[8]) + {{4{b1[19]}}, b1, 16'h0000}; 
				round0 <= (add0[15:0]>16'h8000)?add0[35:16]+1:add0[35:16];
				round1 <= (add1[15:0]>16'h8000)?add1[35:16]+1:add1[35:16];
				relu0 <= ($signed(round0)>0)? round0:0;
				relu1 <= ($signed(round1)>0)? round1:0;
			end		
			else begin
			end
		end
	end
	assign odata = (clk2)?relu0:relu1;
endmodule
module maxpolling(input clk, input reset, input ena, input [19:0]idata, output [19:0]odata);
	reg [19:0]ans0;
	reg [19:0]ans1;
	reg clk2;
	reg [2:0]counter;
	always @(posedge clk or posedge reset) begin
		if(reset)begin
			clk2 <= 0;
		end
		else begin
			clk2 <= ~clk2;
		end
	end
	always @(posedge clk2 or posedge reset) begin
		if(reset)begin
			counter <= 0;
		end
		else begin
			if(ena)begin
				if(counter == 3'd5)begin
					counter <= 1;				
				end
				else begin
					counter <= counter + 1;
				end
			end
			else begin
				counter <= 0;
			end
		end
	end
	always @(posedge clk or posedge reset) begin
		if(reset)begin
			ans0 <= 0;
			ans1 <= 0;
		end
		else begin
			if(ena)begin
				if(counter < 3'd5)begin
					if(clk2)begin
						ans0 <= (ans0>idata)? ans0:idata;
					end
					else begin
						ans1 <= (ans1>idata)? ans1:idata;
					end
				end
				else begin
					if(clk2 == 0)begin
						ans0 <= 0;
						ans1 <= 0;
					end
				end
			end
			else begin
				ans0 <= 0;
				ans1 <= 0;
			end
		end
	end
	assign odata = (clk2)?ans0:ans1;
endmodule
module flatten(input clk, input reset, input ena, input [19:0]idata, output [19:0]odata);
	reg clk2;
	reg [19:0]ans0;
	reg [19:0]ans1;
	always @(posedge clk or posedge reset) begin
		if(reset)begin
			clk2 <= 0;
		end	
		else begin
			clk2 <= ~clk2;
		end
	end
	always @(posedge clk or posedge reset) begin
		if(reset)begin
			ans0 <= 0;
			ans1 <= 0;
		end
		else begin
			if(ena)begin
				if(clk2)begin
					ans0 <= idata;
				end
				else begin
					ans1 <= idata;
				end
			end
			else begin
				ans0 <= 0;
				ans1 <= 0;
			end
		end
	end
	assign odata = (clk2)?ans0:ans1;
endmodule
</file>
<file path="run.sh">
#!/bin/bash
# OpenROAD 26Q1-2900-gdf79404cd8, Yosys 0.63+post, stock flow scripts
make -C /OpenROAD-flow-scripts/flow DESIGN_CONFIG=/design/flow/config.mk WORK_HOME=/design/flow/orfs finish
</file>
==> impl_metrics.ini <==
; synthesis and place-and-route metrics
[critical_path]
crit_path_start_kind = primary input
r2r_slack_ps = 186620
r2r_start = reg_caddr_wr[0]$_DFFE_PP0P_
worstPathRequired_ps = 190510
cp_max_fo = 16
critPathSlowestCell = clkdlybuf4s50_1
r2r_cells = 10
arrival_ps = 41740
cp_common_cell = a21o_1
path_class = primary input to register
timing.rr.end = reg_caddr_wr[8]$_DFFE_PP0P_
slowest_delay_ps = 610
endpoint_kind = register
path_cells = clkdlybuf4s50_1, inv_1, ha_1, a21o_1, a21o_1, a21o_1, a21o_1, a21o_1, a21o_1, a221oi_1, o31ai_1, a21oi_2, buf_4, mux2i_1

[logic_synthesis]
ys_cells = 21300
yosys_warnings = 69
synth_cells = 21300
synth_cell_types = 96
synth_top_area_share_pct = 34.0
area_leaders = dfrtp_1 34%, fa_1 21%, ha_1 13%
async_reset_ff_share_pct = 96.3
netlist_area_um2 = 257000
numSynthFlops = 3627
largest_area_cell = dfrtp_1
ys_chip_area_um2 = 257000
avgSynthCellArea_um2 = 12.1
ff_type = dfrtp_1
edf_count = 80

[grt]
antenna_found_initial = 31
grt_overflow = 0
grt_max_degree = 188
grtUsageTotal_pct = 20.9
grt_pass1_vias = 156000
grt_pass1_wl_mm = 968

[sta]
min_period_ps = 41430
hold_viol_final = 0
setup_violations = 0
setup-tns-final_ps = 0
finalClockPeriodUsage_pct = 21.8
clock_skew_ps = 20.9
fin_ws_ps = 148770
slew_headroom_pct = 28.9
untimed_endpoints = 3654
rsz0062_at_grt = false
worstMarginPinSlew_ps = 1060
slew_violations = 0
unclocked_pins = 3521
fmax_ghz = 0.0241

[hold_path]
worstHoldStart = clk2$_DFF_PP0_
hp-class = register to register
min_path_cells = 1
holdPathEnd = clk2$_DFF_PP0_

[clock_network]
ctsResizeCount = 0
cts_tree = done
clk_pin_slew_ps = 100
post_cts_buffers = 0
root_buffer = clkbuf_16
numCtsBuffers = 9
clockBufferDepth = 2
clock.latency.late_pin_ps = 400
postCtsHoldBufs = 0
cts_htree_levels = 3

[detailed_routing]
num_vias = 147000
first_pass_iters = 28
finalWirelength_mm = 624
post-route-drc-count = 0
postRouteAntennaNets = 0
avgRoutedWirePerCell_um = 21.0
vias_per_cell = 4.94
drt_iter0_markers = 6550

[finish]
final_area_um2 = 270000
syn_to_final_growth_pct = 4.80
drive_gt1_share_pct = 15.9

[placement]
place_ws_ps = 148330
placed_cell_area_um2 = 269000
port_buffers = 104
hpwl_mm = 524
gp_congestion = 0.993

[floorplanning]
fp-utilization_pct = 40.1
rows = 294
coreArea_um2 = 641000
io_pins = 105
dieArea_um2 = 647000
die_w_um = 804
die_y_um = 804

[power_and_ir_drop]
powerDensity_nw_per_um2 = 0.232
power.leakage_nw = 139
total_power_uw = 62.5
irDropWorstVdd_mv = 0.00379

[job]
tool_warnings = 159
cap_violations = 0

[status]
status = finished clean
-- kinds of logic after synthesis --
family / after synthesis / share of synthesized area, %
muxes: 3076 / 13.4
latches: 53 / 0.309
xor gates and xnor gates: 652 / 2.22
and+or+nand+nor: 1832 / 3.38
AOI/OAI and AO/OA: 2073 / 5.21
adders and majority gates: 5359 / 33.8
buffers and inverters: 4648 / 6.78
DFF: 3574 / 34.9
-- worst max-delay path by stage --
stage	endpoint	slack (ps)	startpoint	cells past startpoint
after CTS	maxpolling.ans0[4]$_DFFE_PP0P_	148730	cdata_rd[5]	14
after global routing	maxpolling.ans0[1]$_DFFE_PP0P_	148550	cdata_rd[5]	14
final	maxpolling.ans0[4]$_DFFE_PP0P_	148770	cdata_rd[5]	14
-- layout make-up --
| cell class | instances | area [µm²] |
|---|---|---|
| Inverter | 4137 | 15500 |
| Tap cell | 8584 | 10700 |
| Antenna cell | 18 | 45.0 |
| Clock buffer | 9 | 225 |
| Sequential cell | 3627 | 90600 |
| Multi-Input combinational cell | 13000 | 149000 |
| Clock inverter | 7 | 86.3 |
| Timing Repair Buffer | 368 | 3140 |
| Fill cell | 59600 | 371000 |
-- registers in the layout, indices dropped and copies added (netlist names), 36 cells and up --
signal,count
convolution.product1,300
convolution.add0,36
convolution.linebuffer1,1308
convolution.linebuffer2,58
convolution.linebuffer0,1319
convolution.product0,293
convolution.add1,36
-- placed cells by master (no fill, tap or decap), types with 22 or more instances in the layout --
cell type	netlist	final
mux2i_1	102	102
or3_1	51	51
a31oi_1	63	63
a22o_1	48	48
xnor2_1	472	472
nand2b_1	59	59
nor4_1	34	34
inv_1	4136	4135
edfxtp_1	80	80
o21bai_1	68	68
and3_1	79	79
o211ai_1	32	32
a21o_1	275	275
o22ai_1	29	29
o21a_1	87	87
buf_4	0	255
nor2b_1	98	98
a21oi_1	634	633
o21ai_0	403	403
nor2_1	461	460
fa_1	2650	2650
a211oi_1	62	61
nand4_1	80	80
a221oi_1	38	38
ha_1	2709	2709
a211o_1	22	22
mux2_2	2974	2974
a31o_2	29	29
or2_2	32	32
clkdlybuf4s50_1	0	104
and2_1	35	35
dfrtp_1	3494	3491
nand3_1	141	141
o31ai_1	68	68
dlxtn_1	53	53
nand2_1	565	565
xor2_1	180	180
nor3_1	123	123
-- per-stage QoR --
step | hold slack [ps] | std cells | util (%)
2_1_floorplan | 450 | 21300 | -
3_3_place_gp | 438 | 29700 | 42.0
6_report | 456 | 29700 | 42.1
3_5_place_dp | 435 | 29700 | 42.0
5_1_grt | 484 | 29700 | 42.1
4_1_cts | 450 | 29700 | 42.1
-- critical path, delay by kind of cell --
family,cells,cell delay (ps)
AOI/OAI and AO/OA,9,1930
buffers and inverters,3,1160
adders and majority gates,1,340
muxes,1,250
-- cell usage after synthesis (all sizes together) (32+ instances only) --
cell    number
inv       4136
dfrtp     3494
mux2      2974
ha        2709
fa        2650
a21oi      636
nand2      565
clkbuf     489
xnor2      472
nor2       461
o21ai      410
a21o       275
xor2       180
nand3      141
nor3       123
mux2i      102
nor2b       98
o21a        88
edfxtp      80
nand4       80
and3        79
o31ai       69
o21bai      68
a31oi       64
a211oi      62
nand2b      59
dlxtn       53
or3         51
a22o        48
a221oi      40
and2        35
nor4        34
o211ai      33
or2         32
-- report_power, final --
| group | internal [mW] | switching, mW |
|---|---|---|
| Clock | 0.00950 | 0.0116 |
| Sequential | 0.0223 | 0.0000836 |
| Combinational | 0.00230 | 0.0166 |
| Total | 0.0341 | 0.0283 |
-- metal layers --
metal | wire length [µm] | vias to the layer above | global-route usage, %
met1 | 269000 | 74400 | 30.8
li1 | - | 69200 | -
met5 | 484 | - | 0.383
met3 | 60900 | 337 | 8.58
met4 | 18600 | 26 | 4.50
met2 | 276000 | 2753 | 30.4
